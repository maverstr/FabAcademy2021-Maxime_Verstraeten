<file path="flow/design.v">
module ClkDiv_5Hz(
	CLK,
	RST,
	CLKOUT
);
   input CLK;		 
   input RST;		 
   output CLKOUT;	 
   reg clkToggle;
   reg [20:0] clkCount = 21'h000000;
   parameter [20:0] cntEndVal = 21'h124F80;
   assign CLKOUT = clkToggle;
		always @(posedge CLK or posedge RST)
			if (RST == 1'b1) begin
					clkToggle <= 1'b0;
					clkCount <= 21'h000000;
			end
			else begin
					if (clkCount == cntEndVal) begin
						clkToggle <= (~clkToggle);  
						clkCount <= 21'h000000;
					end
					else begin
						clkCount <= clkCount + 1'b1;  
					end
			end
endmodule
module blinking (
    CLOCK_12,  
    RST,  
    LEDs  
);
    input CLOCK_12;  
    input RST;  
    output [4:0] LEDs ; 
   parameter size = 5,
        TAP1 = 4,  
        TAP2 = 3;
   reg [size-1:0] prbs_state;
   assign LEDs[0] = prbs_state[0];
   assign LEDs[1] = prbs_state[1];
   assign LEDs[2] = prbs_state[2];
   assign LEDs[3] = prbs_state[3];
   assign LEDs[4] = prbs_state[4];
   ClkDiv_5Hz clkdiv (  
	.CLK(CLOCK_12),
	.RST(RST),
	.CLKOUT(clk)
   );
   always @ (posedge clk or posedge RST) begin
     if (RST)
       prbs_state <= 1;  
     else
       prbs_state <= {prbs_state,prbs_state[TAP1]^prbs_state[TAP2]};  
    end
endmodule
</file>
<file path="flow/run.sh">
#!/bin/bash
# OpenROAD 26Q1-2900-gdf79404cd8, Yosys 0.63+post, stock flow scripts
make -C /OpenROAD-flow-scripts/flow DESIGN_CONFIG=/design/flow/config.mk WORK_HOME=/design/flow/orfs finish
</file>
<file path="flow/config.mk">
export PLATFORM = sky130hd
export DESIGN_NAME = blinking
export DESIGN_NICKNAME = blinking
export VERILOG_FILES = /design/flow/design.v
export SDC_FILE = /design/flow/constraint.sdc
export NUM_CORES = 4
export LEC_CHECK = 1
export CORE_UTILIZATION = 30
</file>
<file path="flow/constraint.sdc">
current_design blinking

set clk_period 2.9
set clk_io_pct 0.2

create_clock -name clk0 -period $clk_period [get_ports {CLOCK_12}]

set non_clock_inputs [all_inputs -no_clocks]
set_input_delay [expr $clk_period * $clk_io_pct] -clock clk0 $non_clock_inputs
set_output_delay [expr $clk_period * $clk_io_pct] -clock clk0 [all_outputs]
</file>
==> summary.txt <==
impl run done, here's what came out: antenna cells=0, DIE HEIGHT=65.0 µm, hold slack=between 400 and 500 ps, setup_tns=0 ps, EDFF count, synth=0, most area-hungry cell type in the Yosys netlist=dfrtp_1, global-route wire length before repair=roughly 3700 µm, cells in synth_stat.txt=107, asr flop ratio synth=about 100%, Placed Area=approximately 1300 µm², core area=~3700 µm², CP Max Fanout=6, Ports=7, Max Root-Sink Buffers=2, status=finished, final reports clean, Slew Limit Fails=0, register pins left without a clock=5, drc violations=0, Distinct lib cells used=25, Syn Std Cell Area=1190 µm², worst relative slew slack=between 30% and 40%, Avg Vias per Cell=between 4 and 5, Clock power frac=a little over a third, Detailed Routing Iterations Pass 1=6, GRT overflow=0, hold-fix buffers at CTS=0, initial antenna violation count=0, Sw Share=approximately 19%, RD Place Congestion=0.827, fin crit period=2010 ps, #FFs+latches synth=27, cell leakage power=just under 0.6 nW, largest net degree at the start of global routing=28, Syn Area/Cell=between 10 and 15 µm², final hold violations=0, post-DP HPWL=1390 µm, CTS-repair resized insts=0, Area Overhead vs Synth=14.5%, Worst Path Required=approximately 3000 ps, final WL=roughly 1900 µm, Seq/Total Area, Yosys=56.9%, Cell area leaders=dfrtp_1 (55%), xnor2_1 (10%), nor2_1 (4.4%), Tool Warnings=26, Power Total=between 0.0004 and 0.0005 W, Final setup viols=0, GRT Total Usage=between 10% and 20%, # Post-CTS Setup Buffers=0, CTS buffer count=3, DR iter-0 viols=around 53, fp util=between 30% and 40%, Synth Warn #=3, CTS H-Tree Depth=1, Max-cap violations=0, YS chip area=~1200 µm², Post-Syn Instances=107, count of endpoints without a timing constraint=10, width of the die=~65 µm, Logic pwr share=~1.8%, share of power burned in registers=61.6%, critical path class=reg2reg, Rows=22, vias in the first global route=~830, CP endpoint kind=flip-flop, FMAX=around 500 MHz, final-layout fill cell count=369, routed len/inst=about 12 µm, power density over the cells=366 nW/µm², Psw=0.0000969 W, Top cell area share=54.7%, DIE AREA=around 4200 µm², hold crit path type=reg2reg, clock latency (worst-skew pair)=between 200 and 300 ps, unrepaired setup endpoints after global routing=no, Final Cycle Share=69.2%, Worst VDD drop=~0.12 mV, Pint=between 0.0004 and 0.0005 W, Finished Cell Area=roughly 1400 µm², root buffer cell=clkbuf_8, CTS clk-pin slew, worst paths=about 70 ps, clock skew=3.14 ps, crit path launch type=flip-flop, layout cell share with drive strength beyond 1=under 10%, Util after Layout=between 30 and 40%, Port-buffer cells=6, DRT antenna net count=0, CTS tree=built, total number of vias=about 760, Worst Path Arrival=between 2000 and 2500 ps, Worst Tran Pin Value=893 ps, predominant post-synthesis flop cell=dfrtp_1
layout by cell type, fill, tap and decap left out, types with 2 or more instances in the layout:
cell type        count
dfrtp_1             26
xnor2_1             14
nor2_1              14
nand3_1              9
inv_1                7
clkdlybuf4s50_1      6
xor2_1               5
nor3_1               4
nand4_1              3
and3_1               3
clkbuf_8             3
nor4_1               2
nor4b_1              2
nand2_1              2
ha_1                 2
buf_4                2
critical path: stages, from the launching register on:
cell,delay [ps]
dfrtp_1,430
nand4_1,250
nor4_1,830
nand4_1,200
xnor2_1,170
through the flow:
step | worst slack [ps] | cells
finish | 893 | 164
global route | 674 | 164
CTS | 888 | 164
detailed placement | 932 | 161
global placement | 952 | 161
floorplan | 1120 | 107
logic make-up (layout without fill, tap and decap cells):
kind of cell / count (synthesis) / count (layout) / synth area share [%]
flip-flops: 27 / 27 / 56.9
adder cells (fa/ha/maj): 2 / 2 / 2.10
buffers and inverters: 9 / 18 / 3.05
AND/OR/NAND/NOR: 46 / 46 / 21.7
AND-OR/OR-AND: 4 / 4 / 2.31
XOR/XNOR: 19 / 19 / 14.0
per-layer routing:
layer	vias to the layer above	share of wire, %	GRT usage (%)
li1	378	-	-
met1	365	50	16.9
met2	17	44	17.8
met3	2	4.1	2.68
met4	0	0.99	1.11
met5	-	0	0
power groups by stage:
stage / sequential [W] / combinational (W) / clock (W)
finish: 0.000307 / 0.00000916 / 0.000182
global route: 0.000306 / 0.0000111 / 0.000204
CTS: 0.000306 / 0.00000994 / 0.000191
worst paths after layout:
| kind | startpoint | endpoint | slack [ps] | depth (start not counted) |
|---|---|---|---|---|
| min in group asynchronous | RST | clkdiv.clkCount[18] | 680 | 3 |
| max in group asynchronous | RST | clkdiv.clkCount[11] | 1970 | 3 |
| worst max register to register | clkdiv.clkCount[2] | clkdiv.clkCount[15] | 890 | 4 |
| worst min-delay path | clkdiv.clkCount[19] | clkdiv.clkCount[19] | 500 | 1 |
| worst min register to register | clkdiv.clkCount[19] | clkdiv.clkCount[19] | 500 | 1 |
| worst max-delay path | clkdiv.clkCount[2] | clkdiv.clkCount[15] | 890 | 4 |
synthesized netlist by cell type, drive strengths merged (2+ instances only):
cell type,number
nor4b,2
nand3,10
nor4,3
nand4,4
and3,3
xor2,5
nor3,4
xnor2,14
inv,7
nor2,14
ha,2
dfrtp,26
nand2,2
buf,2
layout make-up:
class / count / area (µm²) / area share [%]
timing repair buffer: 8 / 75.1 / 5.51
tap: 48 / 60.1 / 4.41
multi-input combinational: 71 / 483 / 35.4
sequential: 27 / 677 / 49.7
inverter: 7 / 26.3 / 1.93
clock buffer: 3 / 41.3 / 3.03
sequential cells by signal (all words and copies together), names as in the netlist:
signal / flops
clkdiv.clkCount: 21
clkdiv.clkToggle: 1
prbs_state: 5
Power and IR drop assume default switching activity.
